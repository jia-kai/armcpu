$ cat flow/design.v
module digseg_driver(
	input [3:0] data,
	output reg [0:6] seg);
	always @(*) begin
		case (data)
			4'b0000: seg = 7'b1111110;
			4'b0001: seg = 7'b0110000;
			4'b0010: seg = 7'b1101101;
			4'b0011: seg = 7'b1111001;
			4'b0100: seg = 7'b0110011;
			4'b0101: seg = 7'b1011011;
			4'b0110: seg = 7'b1011111;
			4'b0111: seg = 7'b1110000;
			4'b1000: seg = 7'b1111111;
			4'b1001: seg = 7'b1110011;
			4'b1010: seg = 7'b1110111;
			4'b1011: seg = 7'b0011111;
			4'b1100: seg = 7'b1001110;
			4'b1101: seg = 7'b0111101;
			4'b1110: seg = 7'b1001111;
			4'b1111: seg = 7'b1000111;
		endcase
	end
endmodule
module ram_driver(
	input clk,
	input enable,
	input enable_read,
	input enable_write,
	input [20:0] addr,
	input [31:0] data_in,
	output [31:0] data_out,
	output reg write_finished,	
	output read_ready,
	output [19:0] baseram_addr,
	inout [31:0] baseram_data,
	output baseram_ce,
	output baseram_oe,
	output baseram_we,
	output [19:0] extram_addr,
	inout [31:0] extram_data,
	output extram_ce,
	output extram_oe,
	output extram_we);
	reg [20:0] addr_latch = 0;
	reg [31:0] data_latch = 0;
	wire [20:0] addr_to_dev = enable_read ? addr : addr_latch;
	wire ram_selector = addr_to_dev[20];
	reg ram_oe = 1, ram_we = 1;
	assign baseram_ce = ~(enable & ~ram_selector),
		extram_ce = ~(enable & ram_selector),
		baseram_oe = ~(enable & ~ram_selector & ~ram_oe),
		extram_oe = ~(enable & ram_selector & ~ram_oe),
		baseram_we = ~(enable & ~ram_selector & ~ram_we),
		extram_we = ~(enable & ram_selector & ~ram_we);
	assign data_out = ram_selector ? extram_data : baseram_data;
	assign baseram_data = baseram_oe ? data_latch : {32{1'bz}},
		extram_data = extram_oe ? data_latch : {32{1'bz}},
		baseram_addr = addr_to_dev[19:0],
		extram_addr = addr_to_dev[19:0];
	reg [1:0] state;
	reg [2:0] read_wait;	 
	localparam IDLE = 2'b00, READ = 2'b01, WRITE0 = 2'b11, WRITE1 = 2'b10;
	assign read_ready = (state == READ && read_wait[2]);
	always @(posedge clk) begin
		case (state)
			IDLE: begin
				write_finished <= 0;
				if (enable & enable_read) begin
					ram_oe <= 0;
					state <= READ;
					read_wait <= 0;
				end else if (enable & enable_write) begin
					addr_latch <= addr;
					data_latch <= data_in;
					ram_oe <= 1;
					state <= WRITE0;
				end else
					ram_oe <= 1;
			end
			READ: begin
				if (!read_wait[2])
					read_wait <= read_wait + 1'b1;
				else if (!enable_read) begin
					state <= IDLE;
					ram_oe <= 1;
					read_wait <= 0;
				end
			end
			WRITE0:
				state <= WRITE1;
			WRITE1: begin
				write_finished <= 1;
				state <= IDLE;
			end
		endcase
	end
	always @(negedge clk)
		ram_we <= (state != WRITE0);
endmodule
module ramtest(
	input clk,
	input enable_read_key,
	input enable_write_key,
	input [3:0] user_data,
	input [7:0] user_addr,
	output [0:6] segdisp0,
	output reg [2:0] led,
	output [19:0] baseram_addr,
	inout [31:0] baseram_data,
	output baseram_ce,
	output baseram_oe,
	output baseram_we,
	output [19:0] extram_addr,
	inout [31:0] extram_data,
	output extram_ce,
	output extram_oe,
	output extram_we);
	wire [31:0] data_from_ram;
	reg [3:0] data_to_show;
	digseg_driver digseg_show_data(data_to_show[3:0], segdisp0);
	reg enable_write_key_prev, enable_read_key_prev;
	assign mode_changed_to_write = ~enable_write_key_prev & enable_write_key,
		mode_changed_to_read = ~enable_read_key_prev & enable_read_key;
	always @(posedge clk) begin
		enable_write_key_prev <= enable_write_key;
		enable_read_key_prev <= enable_read_key;
	end
	assign l0 = led[0];
	wire write_finished, read_ready;
	always @(posedge clk) begin
		if (mode_changed_to_write)
			l0 <= ~l0;
		if (write_finished)
			led[1] <= ~led[1];
		if (read_ready) begin
			led[2] <= ~led[2];
			data_to_show <= data_from_ram[3:0];
		end
	end
	ram_driver ram_driver_inst(
		clk, 1'b1,
		mode_changed_to_read, mode_changed_to_write,
		{user_addr[7], 12'b0, user_addr}, {28'b0, user_data},
		data_from_ram, write_finished, read_ready, 
		baseram_addr, baseram_data, baseram_ce, baseram_oe, baseram_we,
		extram_addr, extram_data, extram_ce, extram_oe, extram_we);
endmodule
$ cat flow/run.sh
#!/bin/bash
# OpenROAD 26Q1-2900-gdf79404cd8, Yosys 0.63+post, stock flow scripts
make -C /OpenROAD-flow-scripts/flow DESIGN_CONFIG=/design/flow/config.mk WORK_HOME=/design/flow/orfs finish
$ cat flow/config.mk
export PLATFORM = sky130hd
export DESIGN_NAME = ramtest
export DESIGN_NICKNAME = ramtest
export VERILOG_FILES = /design/flow/design.v
export SDC_FILE = /design/flow/constraint.sdc
export NUM_CORES = 4
export LEC_CHECK = 1
export CORE_AREA = 10 10 105 105
export DIE_AREA = 0 0 115 115
$ cat flow/constraint.sdc
current_design ramtest

set clk_period 2.6
set clk_io_pct 0.2

create_clock -name clk0 -period $clk_period [get_ports {clk}]

set non_clock_inputs [all_inputs -no_clocks]
set_input_delay [expr $clk_period * $clk_io_pct] -clock clk0 $non_clock_inputs
set_output_delay [expr $clk_period * $clk_io_pct] -clock clk0 [all_outputs]
==> metrics.csv <==
metric;value;unit
ys_seq_frac;0.423;
dp_hpwl;3800;um
cts-root-buf;clkbuf_8;
outcome;stopped before the end;
io_pins;135;
lastStage;clock tree synthesis;
cts_setup_buffers;1;
yosys-stat-cells;226;
syn-instance-count;226;
clk_path_buf_depth;2;
port-buffer-count;46;
htreeDepth;2;
routabilityCongestion;0.736;
floorplan.core_util;0.270;
post_cts_resized;8;
ys_types;34;
tool.error;[error] [KeplerFormal.cpp:679] Workflow failed: Iso has multiple drivers: .baseram_data0, baseram_data[0]$_DFFE_PP_.Q0;
die_w;115;um
dpl_cell_area;2570;um^2
clock-sinks;38;
yosys_warnings;9;
synth_chip_area;2370;um^2
holdBufCountCts;0;
cts_buffers;5;
netlist_area;2370;um^2
ys_seq_elements;38;
num_rows;34;
die_y;115;um
synth.avg_cell_area;10.5;um^2
synth_stat cells:
cell type | number | area (um^2)
edfxtp_1 | 24 | 721
inv_8 | 1 | 11.3
mux2_4 | 1 | 15.0
nor2b_1 | 3 | 18.8
mux2_2 | 2 | 22.5
and3_1 | 1 | 6.26
o211ai_1 | 3 | 22.5
nor3b_1 | 1 | 7.51
nand3b_1 | 1 | 7.51
buf_4 | 94 | 706
buf_6 | 2 | 22.5
o32a_2 | 1 | 11.3
o21ai_0 | 1 | 5.00
a21o_1 | 1 | 7.51
nor3_1 | 1 | 5.00
conb_1 | 1 | 3.75
o22ai_1 | 2 | 12.5
nand2b_1 | 4 | 25.0
a31oi_1 | 1 | 6.26
mux2i_1 | 9 | 90.1
ha_1 | 8 | 100
and3b_2 | 1 | 10.0
a211o_1 | 1 | 8.76
or2_2 | 3 | 18.8
o22a_1 | 3 | 26.3
nand2_4 | 1 | 11.3
dfxtp_1 | 14 | 280
nand2_1 | 23 | 86.3
a21oi_1 | 3 | 15.0
xnor2_1 | 1 | 8.76
clkbuf_1 | 2 | 7.51
or3_1 | 2 | 12.5
mux2i_4 | 1 | 22.5
inv_1 | 9 | 33.8
per-stage QoR:
stage          setup WS [ps]  TNS (ps)  hold slack (ps)  instances  utilization
2_1_floorplan            246         0              310        305            -
3_5_place_dp            -196      -275              312        367        0.293
3_3_place_gp            -192      -257              311        367        0.293
cell families after synthesis:
family,Yosys count,synth area share
buffers and inverters,108,0.330
adders and majority gates,8,0.0423
muxes,13,0.0634
and+or+nand+nor,41,0.0882
AOI/OAI and AO/OA,16,0.0486
DFF,38,0.423
xor gates and xnor gates,1,0.00370
other,1,0.00158
