$ cat ./config.mk
export PLATFORM = sky130hd
export DESIGN_NAME = register_file
export DESIGN_NICKNAME = register_file
export VERILOG_FILES = /design/flow/design.v
export SDC_FILE = /design/flow/constraint.sdc
export NUM_CORES = 4
export LEC_CHECK = 1
export CORE_UTILIZATION = 30
$ cat ./run.sh
#!/bin/bash
# OpenROAD 26Q1-2900-gdf79404cd8, Yosys 0.63+post, stock flow scripts
make -C /OpenROAD-flow-scripts/flow DESIGN_CONFIG=/design/flow/config.mk WORK_HOME=/design/flow/orfs finish
$ cat ./design.v
module register_file(
	input clk,
	input rst,
	input [4:0] read1_addr,
	input [4:0] read2_addr,
	input [4:0] write_addr,
	input [31:0] data_in,
	output [31:0] data_out1,
	output [31:0] data_out2);
	reg [31:0] mem [0:31];
	assign data_out1 = (write_addr != 0 && read1_addr == write_addr ?
		data_in : mem[read1_addr]);
	assign data_out2 = (write_addr != 0 && read2_addr == write_addr ?
		data_in : mem[read2_addr]);
	always @(posedge clk)
		if (rst) begin: RESET_REG
			integer i;
			for (i = 0; i < 32; i = i + 1)
				mem[i] <= 0;
		end else if (write_addr != 0)
			mem[write_addr] <= data_in;
endmodule
$ cat ./constraint.sdc
current_design register_file

set clk_period 18.7
set clk_io_pct 0.2

create_clock -name clk0 -period $clk_period [get_ports {clk}]

set non_clock_inputs [all_inputs -no_clocks]
set_input_delay [expr $clk_period * $clk_io_pct] -clock clk0 $non_clock_inputs
set_output_delay [expr $clk_period * $clk_io_pct] -clock clk0 [all_outputs]
==> metrics.json <==
{
  "worst_slew_margin_rel": 0.275,
  "largest_register_ffs": 1024,
  "ys_types": 36,
  "startpoint": "read1_addr[0]",
  "synthesized_area_divided_by_synthesized_cell_count_sq_um": 12.4,
  "period_used_share": 0.664,
  "placement_rows": 158,
  "p_per_area_nw_per_um2": 87.8,
  "vdd.ir_drop.worst_uv": 70.3,
  "grt_overflow_total": 0,
  "routed_wirelength_microns": 212000,
  "cts.reportedPaths.clkPinSlew_ns": 0.06,
  "cts_made_buffers": 111,
  "hold_class": "input port to flip-flop",
  "grt_setup_unrepaired": "no",
  "fin_hold_ws_ns": 3.62,
  "post_cts_resize_count": 0,
  "cts_max_level": 3,
  "core_area_sq_um": 186000,
  "global_route.usage.total": 0.230,
  "cts_hold_buffers": 0,
  "timing.hold.worst_endpoint": "mem[0][20]",
  "grt_max_degree": 100,
  "initial_antenna_violation_count": 11,
  "cts_max_path_buffers": 3,
  "first_pass_grt_wire_length_microns": 294000,
  "drtPass1Iterations": 7,
  "area_leaders": "sky130_fd_sc_hd__edfxtp_1 (55%), sky130_fd_sc_hd__mux2i_1 (18%), sky130_fd_sc_hd__and2_1 (11%)",
  "fin_ws_ns": 6.28,
  "syn_area_sq_um": 56200,
  "register_bank_with_the_most_flops": "mem",
  "yosysCellCount": 4522,
  "pre_cts_slack_ns": 6.49,
  "crit_path_start_kind": "input port",
  "final-hold-violation-count": 0,
  "area_growth_pct": 13.3,
  "die_width_microns": 435,
  "openroad.warnings": 26,
  "drt_first_iter_violations": 2739,
  "leak_uw": 0.0237,
  "area_of_the_die_sq_um": 189000,
  "critical_path_class": "input port to output port",
  "root_buffer": "sky130_fd_sc_hd__clkbuf_16",
  "port-buffer-count": 112,
  "worstPathArrival_ns": 8.68,
  "synthCells": 4522,
  "floorplan.core_util": 0.303,
  "critical_path.max_fanout": 86,
  "drt-wirelength-per-cell_microns": 30.0,
  "dpl.hpwl_microns": 115000,
  "cap_viol_max_count": 0,
  "final_setup_violation_count": 0,
  "vias_per_cell": 5.47,
  "first_global_vias": 39500,
  "ys_warn_count": 1,
  "worstPathRequired_ns": 14.96,
  "drcViolationCount": 0,
  "min_period_ns": 12.42,
  "hold_depth": 1,
  "cts_setup_buffers": 0,
  "final_layout_size_suffix_gt1_frac": 0.102,
  "status": "finished clean",
  "synth_top_area_share": 0.547,
  "cts_tree": "done",
  "gp_congestion": 0.906,
  "timing.fmax_mhz": 80.5,
  "dieHeight_microns": 435,
  "top_regs": "mem: 1024 flops",
  "timing.setup.tns_ns": 0,
  "mostFrequentLayoutCell": "sky130_fd_sc_hd__edfxtp_1",
  "synth-seq-cells": 1024,
  "number_of_top_level_pins": 113,
  "tightest_slew_ns": 1.08,
  "ys_seq_share": 0.547,
  "synthesized_chip_area_reported_by_yosys_sq_um": 56200,
  "ant_nets": 0,
  "timing.critical_path.to_type": "output port",
  "netlist.top_cell.by_area": "sky130_fd_sc_hd__edfxtp_1",
  "most-common-layout-cells": "sky130_fd_sc_hd__edfxtp_1 (1,024), sky130_fd_sc_hd__mux2i_1 (1,016), sky130_fd_sc_hd__and2_1 (992)",
  "final-max-slew-violation-count": 0,
  "vias": 38600,
  "clock_sink_count": 1024,
  "hold_start": "rst"
}
-- cell families (layout without fill, tap and decap cells) --
logic type / after synthesis / after routing / share of synthesized area
mux: 1081 / 1081 / 0.196
compound gates: 777 / 777 / 0.0929
xor+xnor: 8 / 8 / 0.00125
simple gates: 1167 / 1167 / 0.128
flops: 1024 / 1024 / 0.547
buf+inv: 464 / 473 / 0.0348
other cells: 1 / 46 / 0.0000667
-- per-layer routing --
metal | GRT usage | wire length (microns)
met5 | 0.00227 | 41
met4 | 0.0960 | 10900
met3 | 0.162 | 34800
met2 | 0.337 | 93800
met1 | 0.259 | 72100
-- how the worst max path moves through the flow --
stage	endpoint	cells past startpoint
after CTS	data_out1[6]	10
after global routing	data_out1[6]	10
final	data_out1[6]	10
-- per-stage QoR --
stage | cell area, sq um | util | power (uW) | instances
5_1_grt | 63700 | 0.343 | 5740 | 7050
4_1_cts | 63600 | 0.342 | 5600 | 7042
3_5_place_dp | 60200 | 0.324 | 3500 | 6841
2_1_floorplan | 56300 | - | 3170 | 4553
6_report | 63700 | 0.343 | 5590 | 7056
3_3_place_gp | 60200 | 0.324 | 3500 | 6841
-- critical path, stage by stage --
cell	delay (ns)
sky130_fd_sc_hd__buf_8	0.39
sky130_fd_sc_hd__buf_4	0.66
sky130_fd_sc_hd__buf_4	0.70
sky130_fd_sc_hd__buf_12	0.53
sky130_fd_sc_hd__mux2i_1	0.20
sky130_fd_sc_hd__a22oi_1	0.24
sky130_fd_sc_hd__a21oi_1	0.19
sky130_fd_sc_hd__nor4_1	0.97
sky130_fd_sc_hd__mux2_4	0.29
sky130_fd_sc_hd__clkdlybuf4s50_1	0.47
-- Yosys cell counts --
master / number
sky130_fd_sc_hd__nand2_1: 9
sky130_fd_sc_hd__and2_1: 994
sky130_fd_sc_hd__or3b_2: 3
sky130_fd_sc_hd__o21ai_0: 2
sky130_fd_sc_hd__a211oi_1: 3
sky130_fd_sc_hd__buf_2: 115
sky130_fd_sc_hd__mux2i_1: 1016
sky130_fd_sc_hd__a211o_1: 1
sky130_fd_sc_hd__nand4_1: 1
sky130_fd_sc_hd__mux2_4: 30
sky130_fd_sc_hd__nand3b_1: 4
sky130_fd_sc_hd__nand3_1: 2
sky130_fd_sc_hd__or3_1: 1
sky130_fd_sc_hd__a31oi_1: 1
sky130_fd_sc_hd__a21o_1: 1
sky130_fd_sc_hd__a21oi_1: 253
sky130_fd_sc_hd__xnor2_1: 5
sky130_fd_sc_hd__xor2_1: 3
sky130_fd_sc_hd__buf_4: 13
sky130_fd_sc_hd__or2_2: 33
sky130_fd_sc_hd__a22oi_1: 506
sky130_fd_sc_hd__mux2_2: 35
sky130_fd_sc_hd__or3_4: 1
sky130_fd_sc_hd__nor2_1: 38
sky130_fd_sc_hd__o211ai_1: 1
sky130_fd_sc_hd__conb_1: 1
sky130_fd_sc_hd__nor2b_1: 12
sky130_fd_sc_hd__edfxtp_1: 1024
sky130_fd_sc_hd__clkbuf_1: 309
sky130_fd_sc_hd__a2111oi_4: 1
sky130_fd_sc_hd__a311oi_1: 4
sky130_fd_sc_hd__nor4_1: 63
sky130_fd_sc_hd__buf_1: 24
sky130_fd_sc_hd__buf_6: 3
sky130_fd_sc_hd__a2111oi_0: 4
sky130_fd_sc_hd__nand2b_1: 6
-- where the power goes --
group | internal, uW | switching [uW] | total [uW]
logic | 271 | 469 | 741
clock network | 1190 | 932 | 2120
registers | 2660 | 63.4 | 2730
-- area by class of cell --
class / instances / area, sq um
Clock buffer: 132 / 2940
Sequential cell: 1024 / 30700
Antenna cell: 14 / 35.0
Clock inverter: 69 / 482
Multi-Input combinational cell: 3065 / 23900
Fill cell: 17800 / 122000
Tap cell: 2480 / 3100
Timing Repair Buffer: 272 / 2430
No activity file was given, so power comes from the tool's default toggle rates.
